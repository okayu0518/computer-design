## /design/flow/config.mk

```make
export PLATFORM = sky130hd
export DESIGN_NAME = adder
export DESIGN_NICKNAME = adder
export VERILOG_FILES = /design/flow/design.v
export SDC_FILE = /design/flow/constraint.sdc
export NUM_CORES = 4
export LEC_CHECK = 1
export CORE_AREA = 10 10 70 70
export DIE_AREA = 0 0 80 80
```

## /design/flow/constraint.sdc

```tcl
current_design adder

set clk_period 7.9
set clk_io_pct 0.2

create_clock -name clk0 -period $clk_period

set non_clock_inputs [all_inputs -no_clocks]
set_input_delay [expr $clk_period * $clk_io_pct] -clock clk0 $non_clock_inputs
set_output_delay [expr $clk_period * $clk_io_pct] -clock clk0 [all_outputs]
```

## /design/flow/design.v

```verilog
module adder (a, b, sum);
input [15:0] a,b;
output [15:0] sum;
assign sum = a+b;
endmodule
```

## /design/flow/run.sh

```bash
#!/bin/bash
# OpenROAD 26Q1-2900-gdf79404cd8, Yosys 0.63+post, stock flow scripts
make -C /OpenROAD-flow-scripts/flow DESIGN_CONFIG=/design/flow/config.mk WORK_HOME=/design/flow/orfs finish
```

==> ci_impl_report.md <==
### Yosys + OpenROAD results

| Metric | Value |
|---|---|
| First-pass GRT wire length | `approximately 4100 microns` |
| Clkbuf count | `0` |
| Antenna diode instance count | `0` |
| HPWL after detailed placement | `approximately 2200 microns` |
| Number of iterations in the first detailed-routing pass | `6` |
| Count of standard-cell rows | `21` |
| Hold Crit Class | `primary input to output pin` |
| Normalized max-slew margin | `about 70%` |
| Seq/Total Area, Yosys | `0%` |
| Largest vdd supply drop | `between 0.02 and 0.025 mV` |
| Cell with the biggest individual delay on the critical path | `sky130_fd_sc_hd__clkdlybuf4s50_1` |
| Max-capacitance violation count | `0` |
| Sequential standard cell area | `0 sq um` |
| Total power | `between 100 and 150 uW` |
| Power density of the placed cells | `84.14 nW/um^2` |
| Maximum frequency from static timing analysis | `about 170 MHz` |
| Transition time at the pin with the least slew margin | `0.4199 ns` |
| Synth Cell Area | `724.4 sq um` |
| Core area | `3416 sq um` |
| Unrepaired setup endpoints after global routing | `false` |
| Fill cell count | `about 360` |
| Yosys chip area | `724.4 sq um` |
| WP data arrival | `between 4 and 5 ns` |
| Leakage | `0.5007 nW` |
| Flop count | `0` |
| Average cell area after synthesis | `~7.4 sq um` |
| Sort of element at the start of the critical path | `primary input` |
| Endpoints failing hold | `0` |
| # IOs | `48` |
| Series of cell instances along the critical path | `clkdlybuf4s50_1, ha_1, fa_1, a21o_2, a311oi_2, nor3_1, o41ai_2, xnor2_1, clkdlybuf4s50_1` |
| Vias post-DR | `883` |
| P&R area growth vs syn | `74.27%` |
| Number of hold-repair buffers added at the cts stage | `0` |
| Accumulated negative setup slack | `0 ns` |
| Largest net degree at the start of global routing | `7` |
| Minimum clock period | `5.819 ns` |
| Final worst-path cycle share | `73.66%` |
| Initial drt markers | `30` |
| Run status | `completed` |
| CP Capture Point | `sum[12]` |
| Final core occ | `a little under two fifths` |
| Remaining global-route overflow | `0` |
| Critical Path Source | `a[0]` |
| Count of buffers from port buffering | `48` |
| Post-Synthesis Cells | `between 90 and 100` |
| Most common cell on crit path | `sky130_fd_sc_hd__clkdlybuf4s50_1` |
| Classification of the worst setup path | `primary input to output pin` |
| Number of max-slew violations in the final report | `0` |
| Average wire per cell in the routed design | `between 10 and 15 microns` |
| Number of vias per cell after detailed routing | `approximately 4.6` |
| Delay of the slowest cell on the worst path | `between 0.4 and 0.5 ns` |
| Kind of end point of the critical path | `output pin` |
| Die Footprint | `between 6000 and 7000 sq um` |
| CTS resizes | `0` |
| Data required time of the worst path | `around 6.3 ns` |
| Pre-Place Util | `a little over a fifth` |
| Endpoints failing setup | `0` |
| Post-CTS repair timing setup buffer count | `0` |
| Tool warning count | `32` |
| Netlist cell types | `27` |
| Largest fanout on the critical path | `3` |
| Antenna Violating Nets Remaining | `0` |
| Die span in x | `roughly 80 microns` |
| Number of cells in the yosys synthesis report | `about 100` |
| Total length of routed wires | `between 2000 and 2500 microns` |
| Ratio of cells with drive above 1 in the final layout | `~2.7%` |
| Die outline height | `80 microns` |
| Overall track demand over capacity in global routing | `under 10%` |
| Antenna violations before repair | `0` |
| Post-detailed-route DRC marker count | `0` |
| Number of global-route vias before repair | `933` |
| Global placer's final weighted congestion | `about 0.85` |
| Synth Warn # | `0` |
[worst max-delay path: cells and delay by family]
kind                     cells  cell delay [ns]
AND-OR/OR-AND                3             0.85
XOR/XNOR                     1             0.16
adder cells (fa/ha/maj)      2             0.62
buffers and inverters        2             0.89
AND/OR/NAND/NOR              1             0.14
[how the worst min path moves through the flow]
stage | from | to | depth (start not counted)
4_1_cts | b[0] | sum[0] | 3
5_1_grt | b[0] | sum[0] | 3
6_report | b[0] | sum[0] | 3
[area by class of cell]
cell class | instances | area (sq um) | share of cell area (%)
Tap cell | 46 | 57.56 | 4.559
Inverter | 3 | 11.26 | 0.8920
Timing Repair Buffer | 48 | 480.5 | 38.06
Multi-Input combinational cell | 95 | 713.2 | 56.49
[layer usage]
layer	routed length, microns	GRT usage (%)	vias up
li1	-	-	468
met1	1149	10.53	386
met2	1074	12.36	29
met3	182	1.477	0
met4	0	0	0
met5	0	0	-
[synth_stat cells (all sizes together)]
cell type	count	area share, %
fa	1	2.8
nor2b	2	1.7
xor2	5	6.0
a211o	1	1.2
ha	15	26
inv	3	1.6
or2	1	0.86
o41ai	1	2.2
a31oi	1	0.86
o21bai	2	2.1
nor3	3	2.1
o22ai	1	0.86
and3	1	0.86
mux2i	1	1.4
a21o	3	3.3
o211ai	3	3.1
o21ai	8	5.5
a311oi	2	3.3
a21oi	17	12
nor3b	1	1.0
nor2	2	1.0
xnor2	10	12
a211oi	1	1.0
nand2	9	4.7
nand3	4	2.8
[logic make-up (layout without fill, tap and decap cells)]
| group | count (synthesis) | in the layout | share of synthesized area [%] |
|---|---|---|---|
| compound gates | 40 | 40 | 35.23 |
| xor+xnor | 15 | 15 | 18.13 |
| fa+ha+maj | 16 | 16 | 28.67 |
| buf+inv | 3 | 51 | 1.554 |
| mux | 1 | 1 | 1.382 |
| simple gates | 23 | 23 | 15.03 |
[cell usage in the layout, fill, tap and decap left out, drive strengths merged, types with 2 or more instances in the layout]
cell type,n
a21o,3
nand3,4
o21bai,2
o21ai,8
a311oi,2
xor2,5
nand2,9
xnor2,10
a21oi,17
o211ai,3
clkdlybuf4s50,48
nor3,3
nor2,2
inv,3
ha,15
nor2b,2
[report_power, final]
part	switching (mW)	internal (mW)	total [mW]	leakage, nW
registers	0	0	0	0
clock network	0	0	0	0
logic	0.0388	0.0675	0.106	0.501
total	0.0388	0.0675	0.106	0.501
[through the flow]
stage / instance area (sq um) / std cells / hold WS [ns] / setup WS (ns)
after floorplan: 724.4 / 98 / 3.232 / 3.131
after CTS: 1262 / 192 / 4.198 / 2.051
after global routing: 1262 / 192 / 4.246 / 1.891
after global placement: 1262 / 192 / 4.199 / 2.069
after detailed placement: 1262 / 192 / 4.194 / 2.054
final: 1262 / 192 / 4.188 / 2.081
Power is estimated from default activity; no workload was simulated.
