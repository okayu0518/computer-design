--- /design/flow/config.mk ---
export PLATFORM = sky130hd
export DESIGN_NAME = mult4x4
export DESIGN_NICKNAME = mult4x4
export VERILOG_FILES = /design/flow/design.v
export SDC_FILE = /design/flow/constraint.sdc
export NUM_CORES = 4
export LEC_CHECK = 1
export CORE_AREA = 10 10 72 72
export DIE_AREA = 0 0 82 82
--- /design/flow/constraint.sdc ---
current_design mult4x4

set clk_period 5.9
set clk_io_pct 0.2

create_clock -name clk0 -period $clk_period

set non_clock_inputs [all_inputs -no_clocks]
set_input_delay [expr $clk_period * $clk_io_pct] -clock clk0 $non_clock_inputs
set_output_delay [expr $clk_period * $clk_io_pct] -clock clk0 [all_outputs]
--- /design/flow/design.v ---
module mult4x4(a, b, product);
input [3:0] a,b;
output [7:0] product;
reg [7:0] product;
always @(a or b)
begin
    product = a*b;
end
endmodule
--- /design/flow/run.sh ---
#!/bin/bash
# OpenROAD 26Q1-2900-gdf79404cd8, Yosys 0.63+post, stock flow scripts
make -C /OpenROAD-flow-scripts/flow DESIGN_CONFIG=/design/flow/config.mk WORK_HOME=/design/flow/orfs finish
==> notes.md <==
- result of the run: finished clean
- highest net fanout along the worst path: 4
- number of port buffers: 16
- number of slew-limit violations in the final report: 0
- crit end category: primary output
- CORE AREA: 0.00369 mm2
- Yosys Warn Count: 1
- initial antenna violation count: 0
- row count: 22
- pwr/cell area: 95.1 mW/mm2
- post-detailed-route via-to-cell ratio: 3.52
- number of standard cells reported by yosys: 51
- remaining number of nets flagged by the antenna check after routing: 0
- Core Density at Floorplan: 12.1%
- total number of vias: 405
- max-capacitance violation count: 0
- sequential cell count: 0
- post-synthesis average cell area: 8.76 um2
- total leakage power: 0.311 nW
- total die area: 0.00672 mm2
- max-slew headroom at the worst pin: 78.9%
- number of top-level pins: 16
- final global-route overflow total: 0
- Starting DRT DRC Count: 13
- most frequent cells in the layout: 16 x sky130_fd_sc_hd__clkdlybuf4s50_1, 13 x sky130_fd_sc_hd__and2_1, 12 x sky130_fd_sc_hd__ha_1, 4 x sky130_fd_sc_hd__fa_1
- mapped cell area: 447 um2
- number of global-route vias before repair: 414
- weighted congestion reported at the end of routability-driven placement: 0.771
- DR pass1 iterations: 2
- Distinct lib cells used: 17
- Peak Freq: 179 MHz
- placed wire-length estimate: 990 um
- worst setup path startpoint: a[0]
- synthesis area per yosys: 447 um2
- Post-Synthesis Cells: 51
- Post CTS Setup Buffer Count: 0
- Routed WL per cell: 8.90 um
- global-route wire length before repair: 1.64 mm
- Worst Min Path Start: a[0]
- Core Util, Final: 18.1%
- antenna diode count: 0
- Final setup viols: 0
- Worst Path Required: 4.72 ns
- sequential standard cell area: 0 um2
- minimum period implied by the final worst setup slack: 5.59 ns
- hold_buf cts: 0
- critical path startpoint category: primary input
- global-route usage over all layers: 2.82%
- final hold vios: 0
- Least-Margin Pin Slew: 0.315 ns
- CTS-repair resized insts: 0
- peak supply drop: 0.0202 mV
- total negative setup slack: 0 ns
- area overhead of the layout relative to synthesis: 49.3%
- drt total wl: 1.02 mm
- drt drc: 0
- fraction of final layout cells with drive strength greater than 1: 1.49%
- Min-Delay Path Class: in2out
- die extent in x: 82 um
- tally of OpenROAD warnings: 32
- register share after synthesis: 0%
- maximum number of pins on one net before global-route repair: 6
- DIE HEIGHT: 82 um
- endpoint arrival time on the critical path: 4.41 ns
- number of clock buffer instances in the layout: 0
- post-route clock period utilization: 94.8%
- critical path start-end classification: in2out
- most common cell after layout, fill and taps aside: sky130_fd_sc_hd__clkdlybuf4s50_1
- RSZ-0062 raised after global routing: no
[critical path: stages]
cell and delay [ns]:
sky130_fd_sc_hd__clkdlybuf4s50_1 0.50, sky130_fd_sc_hd__nand2_1 0.09, sky130_fd_sc_hd__fa_1 0.54, sky130_fd_sc_hd__inv_1 0.05, sky130_fd_sc_hd__fa_1 0.53, sky130_fd_sc_hd__ha_1 0.33
sky130_fd_sc_hd__a211oi_1 0.09, sky130_fd_sc_hd__or4b_1 0.50, sky130_fd_sc_hd__o2111ai_1 0.10, sky130_fd_sc_hd__clkdlybuf4s50_1 0.50
[path summary, 6_finish.rpt]
| check | to | slack [ns] | cells past startpoint |
|---|---|---|---|
| hold / removal | product[0] | 3.36 | 3 |
| setup / recovery | product[7] | 0.31 | 10 |
[per-stage QoR]
stage	cell area [um2]	setup slack, ns	hold slack (ns)	total power (W)	instances
6_report	667	0.305	3.36	0.0000634	115
5_1_grt	667	0.145	3.40	0.0000725	115
4_1_cts	667	0.266	3.38	0.0000658	115
3_5_place_dp	667	0.273	3.37	0.0000650	115
3_3_place_gp	667	0.294	3.37	0.0000642	115
2_1_floorplan	447	1.44	2.43	0.0000295	51
[report_power, final]
group          switching, W  internal, W
combinational     0.0000236    0.0000398
sequential                0            0
clock                     0            0
total             0.0000236    0.0000398
[cell families (layout without fill, tap and decap cells)]
logic type / Yosys count / after routing / share of synthesized area (%)
compound gates: 9 / 9 / 13.4
xor+xnor: 3 / 3 / 5.88
fa+ha+maj: 16 / 16 / 51.5
buf+inv: 3 / 19 / 2.52
simple gates: 20 / 20 / 26.6
[layer usage]
metal | vias up | wire, um | track usage [%]
li1 | 212 | - | -
met1 | 189 | 348 | 2.94
met2 | 4 | 618 | 6.03
met3 | 0 | 57 | 0.330
met4 | 0 | 0 | 0
met5 | - | 0 | 0
[layout make-up]
cell class	instances	area, um2
Fill cell	410	3020
Multi-Input combinational cell	48	435
Tap cell	48	60.1
Inverter	3	11.3
Timing Repair Buffer	16	160
[cell usage after synthesis]
| library cell | instances | area share (%) |
|---|---|---|
| sky130_fd_sc_hd__a21o_2 | 1 | 2.0 |
| sky130_fd_sc_hd__a21o_1 | 1 | 1.7 |
| sky130_fd_sc_hd__and2_1 | 13 | 18 |
| sky130_fd_sc_hd__or4b_1 | 1 | 2.2 |
| sky130_fd_sc_hd__xnor2_1 | 2 | 3.9 |
| sky130_fd_sc_hd__nand2_1 | 3 | 2.5 |
| sky130_fd_sc_hd__xor2_1 | 1 | 2.0 |
| sky130_fd_sc_hd__and3b_1 | 1 | 2.0 |
| sky130_fd_sc_hd__o211ai_1 | 1 | 1.7 |
| sky130_fd_sc_hd__ha_1 | 12 | 34 |
| sky130_fd_sc_hd__o2111ai_1 | 1 | 2.0 |
| sky130_fd_sc_hd__o21ai_1 | 1 | 1.1 |
| sky130_fd_sc_hd__inv_1 | 3 | 2.5 |
| sky130_fd_sc_hd__nor2_1 | 2 | 1.7 |
| sky130_fd_sc_hd__a21oi_1 | 3 | 3.4 |
| sky130_fd_sc_hd__fa_1 | 4 | 18 |
| sky130_fd_sc_hd__a211oi_1 | 1 | 1.7 |
No activity file was given, so power comes from the tool's default toggle rates.
