[./design.v]
module DE10_LITE_Golden_Top(
	input 		          		ADC_CLK_10,
	input 		          		MAX10_CLK1_50,
	input 		          		MAX10_CLK2_50,
	output		    [12:0]		DRAM_ADDR,
	output		     [1:0]		DRAM_BA,
	output		          		DRAM_CAS_N,
	output		          		DRAM_CKE,
	output		          		DRAM_CLK,
	output		          		DRAM_CS_N,
	inout 		    [15:0]		DRAM_DQ,
	output		          		DRAM_LDQM,
	output		          		DRAM_RAS_N,
	output		          		DRAM_UDQM,
	output		          		DRAM_WE_N,
	output		     [7:0]		HEX0,
	output		     [7:0]		HEX1,
	output		     [7:0]		HEX2,
	output		     [7:0]		HEX3,
	output		     [7:0]		HEX4,
	output		     [7:0]		HEX5,
	input 		     [1:0]		KEY,
	output		     [9:0]		LEDR,
	input 		     [9:0]		SW,
	output		     [3:0]		VGA_B,
	output		     [3:0]		VGA_G,
	output		          		VGA_HS,
	output		     [3:0]		VGA_R,
	output		          		VGA_VS,
	output		          		GSENSOR_CS_N,
	input 		     [2:1]		GSENSOR_INT,
	output		          		GSENSOR_SCLK,
	inout 		          		GSENSOR_SDI,
	inout 		          		GSENSOR_SDO,
	inout 		    [15:0]		ARDUINO_IO,
	inout 		          		ARDUINO_RESET_N,
	inout 		    [35:0]		GPIO
);
CLOCK1 clock1 (
    .CLK(MAX10_CLK1_50),
    .RST(SW[9]),
    .KEY({KEY[0], KEY[1], SW[0]}),
    .nHEX0(HEX0),
    .nHEX1(HEX1),
    .nHEX2(HEX2),
    .nHEX3(HEX3)
);
endmodule
module BTN_IN (
    input   CLK, RST,   
    input       [2:0]   nBIN,  
    output reg  [2:0]   BOUT
);
reg [20:0] cnt;
wire en40hz = (cnt==1250000-1);
always @( posedge CLK ) begin
    if ( RST )
        cnt <= 21'b0;
    else if ( en40hz )
        cnt <= 21'b0;
    else
        cnt <= cnt + 21'b1;
end
reg [2:0] ff1, ff2;
always @( posedge CLK ) begin
    if ( RST ) begin
        ff2 <=3'b0;
        ff1 <=3'b0;
    end
    else if ( en40hz ) begin
        ff2 <= ff1;
        ff1 <= nBIN;
    end
end
wire [2:0] temp = ~ff1 & ff2 & {3{en40hz}};
always @( posedge CLK ) begin
    if ( RST )
        BOUT <=3'b0;
    else
        BOUT <=temp;
end
endmodule
module CLOCK1 (
    input   CLK, RST,
    input       [2:0]   KEY,
    output [7:0] nHEX0, nHEX1, nHEX2, nHEX3,
    output   CA
);
	wire en1hz, ca;
	wire secup, minup, clr;
	wire [3:0] sec1, min1;
	wire [2:0] sec10, min10;
	BTN_IN btn_in (
		.CLK(CLK),
		.RST(RST),
		.nBIN(KEY),
		.BOUT({secup, minup, clr})
	);
	CNT1SEC cnt1sec (
		.CLK(CLK),
		.RST(RST),
		.EN1HZ(en1hz)
	);
	CNT60 cntsec (
		.CLK(CLK),
		.RST(RST),
		.CLR(clr),
		.EN(en1hz),
		.INC(secup),
		.QH(sec10),
		.QL(sec1),
		.CA(ca)
	);
	CNT60 cntmin (
		.CLK(CLK),
		.RST(RST),
		.CLR(clr),
		.EN(ca),
		.INC(minup),
		.QH(min10),
		.QL(min1),
		.CA(CA)
	);
	SEG7DEC HEX0 (
		.DIN(sec1),
		.nHEX(nHEX0)
	);
	SEG7DEC HEX1 (
		.DIN(sec10),
		.nHEX(nHEX1)
	);
	SEG7DEC HEX2 (
		.DIN(min1),
		.nHEX(nHEX2)
	);
	SEG7DEC HEX3 (
		.DIN(min10),
		.nHEX(nHEX3)
	);
endmodule
module CNT1SEC(
    input  CLK, RST,
    output EN1HZ
);
reg [25:0] cnt;
always @( posedge CLK ) begin
    if ( RST )
        cnt <= 26'b0;
    else if ( EN1HZ )
        cnt <= 26'b0;
    else
        cnt <= cnt + 26'b1;
end
assign EN1HZ = (cnt==26'd9);
endmodule
module CNT60 (CLK, RST, CLR, EN, INC, QH, QL, CA);
input CLK, RST, CLR, EN, INC;
output [2:0] QH;
output [3:0] QL;
output CA;
reg [2:0] QH;
reg [3:0] QL;
wire ca10, EN10, CA;
assign EN10 = EN | INC;
assign ca10 = (QL == 4'd9) & EN10;
assign CA = (QH == 3'd5) & ca10;
always @(posedge CLK) begin
    if (RST|CLR) begin
	    QL <= 4'b0;
    end else if (EN10) begin
	    if (QL >= 4'd9) begin
		    QL <= 4'b0;
	    end else begin
		    QL <= QL + 1'b1;
	    end
    end
end
always @(posedge CLK) begin
    if (CLR | RST) begin
	QH <= 3'b0;
    end else if (ca10) begin
	    if (QH >= 3'd5) begin
		    QH <= 3'b0;
	    end else begin
		    QH <= QH + 1'b1;
	    end
    end
end
endmodule
module SEG7DEC (DIN, nHEX);
input [3:0] DIN;
output reg [7:0] nHEX;
always @(DIN) begin
    case (DIN)
	4'b0000: nHEX = 8'b11000000;  
	4'b0001: nHEX = 8'b11111001;  
	4'b0010: nHEX = 8'b10100100;  
	4'b0011: nHEX = 8'b10110000;  
	4'b0100: nHEX = 8'b10011001;  
	4'b0101: nHEX = 8'b10010010;  
	4'b0110: nHEX = 8'b10000010;  
	4'b0111: nHEX = 8'b11111000;  
	4'b1000: nHEX = 8'b10000000;  
	4'b1001: nHEX = 8'b10010000;  
	4'b1010: nHEX = 8'b10001000;  
	4'b1011: nHEX = 8'b10000011;  
	4'b1100: nHEX = 8'b11000110;  
	4'b1101: nHEX = 8'b10100001;  
	4'b1110: nHEX = 8'b10000110;  
	4'b1111: nHEX = 8'b10001110;  
    endcase
end
endmodule
[./run.sh]
#!/bin/bash
# OpenROAD 26Q1-2900-gdf79404cd8, Yosys 0.63+post, stock flow scripts
make -C /OpenROAD-flow-scripts/flow DESIGN_CONFIG=/design/flow/config.mk WORK_HOME=/design/flow/orfs finish
[./config.mk]
export PLATFORM = sky130hd
export DESIGN_NAME = DE10_LITE_Golden_Top
export DESIGN_NICKNAME = DE10_LITE_Golden_Top
export VERILOG_FILES = /design/flow/design.v
export SDC_FILE = /design/flow/constraint.sdc
export NUM_CORES = 4
export LEC_CHECK = 1
export CORE_UTILIZATION = 40
[./constraint.sdc]
current_design DE10_LITE_Golden_Top

set clk_period 3.9
set clk_io_pct 0.2

create_clock -name clk0 -period $clk_period [get_ports {MAX10_CLK1_50}]

set non_clock_inputs [all_inputs -no_clocks]
set_input_delay [expr $clk_period * $clk_io_pct] -clock clk0 $non_clock_inputs
set_output_delay [expr $clk_period * $clk_io_pct] -clock clk0 [all_outputs]
==> summary.txt <==
This note records the results obtained with Yosys and OpenROAD.

Clocking
The clock buffer count from CTS is 9. According to the CTS report, the clock sink count is just under 100. TritonCTS built the clock tree.

The post-CTS resize count is 0. The tree is rooted in a sky130_fd_sc_hd__clkbuf_16. The deepest level of the CTS H-tree is 3. The clock edge transition at the registers on the reported setup and hold paths is 70 ps. The number of buffers inserted by hold repair at cts is 0. CTS reports a maximum clock tree buffer depth of 2. The post-CTS setup repair buffer count is 0. The clock reaches the later pin of the worst-skew pair after 350 ps.

Layout
The area taken by flip-flops and latches is slightly below 2000 sq um. The flow measured a signed area growth from synthesis to layout of 8.969%. The post-layout utilization of the core is 44.54%. The finished cells cover 5898 sq um. The layout cell share with drive strength beyond 1 is 7.593%.

The most common logic cell in the routed design is sky130_fd_sc_hd__dfxtp_1. Leaving out fill and tap cells, the most frequent cells in the layout are sky130_fd_sc_hd__dfxtp_1, sky130_fd_sc_hd__nor2_1, sky130_fd_sc_hd__conb_1. The final layout report lists a filler cell count of about 1.3k. The total area of multi-input combinational cells is around 3000 sq um.

Critical path
The longest incremental delay of any stage on the critical path is reported as 400 ps. In the setup report, the worst path falls into the class reg2reg. The arrival time of data at the worst endpoint is listed as between 3000 and 4000 ps. The kind of cell adding the most delay to the critical path is simple AND/OR/NAND/NOR gates. The cell seen most often among critical-path stages is sky130_fd_sc_hd__ha_1. STA lists the startpoint of the worst register-to-register path as clock1.cnt1sec.cnt[0]. The maximum fanout along the worst path is 9. The setup slack of the worst register-to-register path is ~570 ps. The highest-delay cell along the critical path is sky130_fd_sc_hd__dfxtp_1.

The number of buffers and inverters on the critical path is 1. Traced cell by cell, the critical path runs through ha_1 > nor4bb_1 > and3_1 > a21o_1 > a31oi_1 > mux2i_1 > nor2_1 > inv_1 > ha_1 > mux2_1 > o2bb2ai_1. The report puts the cell count of the worst reg-to-reg path at 11. The worst setup path is captured at a register. The endpoint of the worst-slack reg-to-reg timing path is HEX2[5]. The worst setup path is launched from a register. Data on the critical path is required at its endpoint by 4140 ps.

Power
The power density over the cells is 326.5 nW/um^2. The worst-case IR drop observed on VDD is about 0.17 mV. The analysis attributes to cell leakage a power of 2.375 nW.

Overall power consumption after layout is estimated at 1.926 mW.

STA
The setup clock skew after layout is 10.53 ps. 71 endpoints have no timing constraint. The worst-margin pin slew is 800.6 ps.

The final max-slew violation count recorded for this run is 0. The period utilization is 85.45%. After layout, the worst setup slack is about 570 ps. The post-route minimum period is 3332 ps.

The headroom to the max-slew limit is a little under half. The maximum clock frequency is 300.1 MHz. The final layout reports a setup TNS of 0 ps.

The number of setup violations in the final report is 0. Setup repair after global routing left no endpoint under its margin. For reference, the final report shows the hold violation count at 0.

Global routing
The initial antenna violation count is 0. The first-pass GRT wire length is approximately 15000 um. The aggregate global-route resource usage is 12.90%.

Entering global routing, the biggest net connects 27 pins. The number of global-route vias before repair was between 3k and 4k. The residual overflow from global routing is 0.

Routing
The number of inserted diodes is 0. Nets still carrying antenna violations after routing amount to 0. The via count normalized by instance count is 4.681.

The routed layout has 3721 vias. The detail-routed net length per standard cell is 10.92 um. The count of routing violations after the opening detailed-route iteration is 153. The first detailed-routing pass took 4 iterations. The post-route DRC violation count is 0. After detailed routing, the total wire length is between 8000 and 9000 um.

Placed design
Summed over all nets, the half-perimeter wirelength after detailed placement is 6067 um. The instance area after placement is 5612 sq um. The worst slack after detailed placement is 480.8 ps. Routability-driven placement finished with a final weighted congestion of 0.8162.

Buffers placed on the I/O ports in this run total 32.

Floorplanning
The number of placement rows is 42. The initial utilization of the core area, before any placement, comes to between 40 and 50%. The die is around 120 um wide. The die outline area is 14000 sq um. The die is 118.3 um tall. In this run the standard cell core region covers 13240 sq um.

In this run the count of I/O pins placed on the die edge is 185.

Yosys
The top cell type by area accounts for 36.25% of the synthesized area. In this run, synthesis inferred 0 flip-flops with an integrated enable. The library cell occupying the most area in the post-synthesis netlist is sky130_fd_sc_hd__dfxtp_1. Per the Yosys statistics, synthesis produced 588 cells. After synthesis, the cell types taking the most area are sky130_fd_sc_hd__dfxtp_1, sky130_fd_sc_hd__buf_4, sky130_fd_sc_hd__ha_1. The number of library cell types mapped by synthesis is 70. Summing the sequential cell areas from Yosys gives 36.25% of the chip area. The number of synthesis warnings is 71. The number of flip-flops and latches in the synthesized netlist is 98.

Post-synthesis, Yosys gives the total cell area as 5413 sq um. In this run the mean area of a mapped cell was 9.205 sq um. After synthesis, the share of flip-flops with an asynchronous set or reset is 0%. For this run, the leading register cell type out of synthesis is sky130_fd_sc_hd__dfxtp_1.

The instance tally after logic synthesis is 588. The post-synthesis instance area is 5413 sq um.

Status
The flow ran to the end, and the final reports show no timing, DRC or antenna violations.

Hold path
STA shows the worst min-delay path finishing at clock1.btn_in.BOUT[0]. The path class of the tightest hold or removal check is reg2reg. Per the hold report, the tightest min-delay path originates at clock1.btn_in.ff1[0]. The number of cells on the worst hold path is listed as 1.

Job
The number of warnings reported in the stage logs is 133. The tally of max-capacitance violations is 0.
state kept, by name (all words and copies together), names as in the netlist:
| register | flops |
|---|---|
| clock1.cntsec.QH | 3 |
| clock1.cntsec.QL | 4 |
| clock1.cntmin.QH | 3 |
| HEX2 | 7 |
| clock1.cntmin.QL | 4 |
| HEX3 | 7 |
| HEX0 | 7 |
| clock1.btn_in.ff1 | 3 |
| clock1.btn_in.cnt | 21 |
| clock1.btn_in.ff2 | 3 |
| clock1.cnt1sec.cnt | 26 |
| HEX1 | 7 |
| clock1.btn_in.BOUT | 3 |
Yosys cell counts, drive strengths merged, types with 3 or more instances:
cell type / count
xor2: 28
and2: 3
nor4b: 7
o2bb2ai: 4
a31oi: 3
nor2b: 4
nand3: 27
nand4: 11
clkbuf: 9
o21ai: 11
or3: 6
nor3: 9
nand2b: 5
ha: 35
o22ai: 4
mux2i: 27
buf: 77
a21o: 3
nor4: 9
mux2: 6
dfxtp: 98
nand2: 25
a21oi: 16
or2: 4
xnor2: 13
nor2: 72
and3: 14
inv: 28
and4: 5
stage by stage:
step,std cells,hold WS (ps)
after global placement,779,434.3
after global routing,795,471.0
after detailed placement,779,440.1
after CTS,795,455.5
final,795,451.8
after floorplan,655,422.1
kinds of logic after synthesis:
group | after synthesis | share of synthesized area, %
other cells | 2 | 0.1387
simple gates | 207 | 20.78
mux | 33 | 6.380
compound gates | 58 | 8.553
buf+inv | 114 | 13.18
flops | 98 | 36.25
fa+ha+maj | 35 | 8.091
xor+xnor | 41 | 6.634
worst max-delay path by stage:
stage / startpoint / endpoint / slack (ps) / depth (start not counted)
finish: clock1.cnt1sec.cnt[0] / HEX2[5] / 570 / 11
global route: clock1.cnt1sec.cnt[0] / HEX2[5] / 300 / 11
CTS: clock1.cnt1sec.cnt[0] / HEX2[5] / 560 / 11
layer usage:
layer	share of wire (%)	GRT usage (%)	wire [um]
met1	51	19.72	4415
met2	43	19.93	3731
met3	4.1	2.018	353
met4	2.1	2.163	178
met5	0	0	0
area by class of cell:
class,instances,area share [%]
clock buffers,9,3.818
clock inverters,7,1.039
inverters,28,1.782
multi-input cells,443,50.68
flip-flops and latches,98,33.26
well taps,176,3.734
repair buffers,34,5.685
power by group:
group          switching (mW)  leakage [nW]  internal, mW  total, mW
Clock                   0.403         0.134         0.442      0.845
Sequential            0.00794         0.791          1.01       1.02
Combinational          0.0348          1.45        0.0276     0.0624
Power is estimated from default activity; no workload was simulated.
